==> run.sh <==
#!/bin/bash
# OpenROAD 26Q1-2900-gdf79404cd8, Yosys 0.63+post, stock flow scripts
make -C /OpenROAD-flow-scripts/flow DESIGN_CONFIG=/design/flow/config.mk WORK_HOME=/design/flow/orfs finish
==> config.mk <==
export PLATFORM = sky130hd
export DESIGN_NAME = vga
export DESIGN_NICKNAME = vga
export VERILOG_FILES = /design/flow/design.v
export SDC_FILE = /design/flow/constraint.sdc
export NUM_CORES = 4
export LEC_CHECK = 1
export CORE_AREA = 10 10 97 97
export DIE_AREA = 0 0 107 107
==> constraint.sdc <==
current_design vga

set clk_period 4.8
set clk_io_pct 0.2

create_clock -name clk0 -period $clk_period [get_ports {clk}]

set non_clock_inputs [all_inputs -no_clocks]
set_input_delay [expr $clk_period * $clk_io_pct] -clock clk0 $non_clock_inputs
set_output_delay [expr $clk_period * $clk_io_pct] -clock clk0 [all_outputs]
==> design.v <==
module vga #(
  parameter
  WIDTH = 640, HEIGHT = 480,  
  HFRONT = 16, HSYNC = 96, HBACK = 48, HPULSEN = 1,
  VFRONT = 10, VSYNC =  2, VBACK = 33, VPULSEN = 1
) (
  input clk, reset,
  output reg vga_HS, vga_VS, vga_DA,
  output [31:0] vaddr);
  reg [9:0] CounterX, CounterY;
  wire CounterXmaxed = (CounterX == (WIDTH + HFRONT + HSYNC + HBACK));
  wire CounterYmaxed = (CounterY == (HEIGHT + VFRONT + VSYNC + VBACK));
  wire [5:0] row = (CounterY>>5);  
  wire [5:0] col = (CounterX>>5);  
  assign vaddr = col + (row<<4) + (row<<2);  
  always @(posedge clk or posedge reset)
  if (reset) begin
    CounterX <= 10'b0;
    CounterY <= 10'b0;
  end
  else
  begin
    if (CounterXmaxed)
      CounterX <= 10'b0;
    else
      CounterX <= CounterX + 1'b1;
    if (CounterXmaxed)
      if(CounterYmaxed)
        CounterY <= 10'b0;
      else
        CounterY <= CounterY + 1'b1;
    vga_DA <= (CounterX < WIDTH) && (CounterY < HEIGHT);
    vga_HS <= HPULSEN[0] ^ (CounterX > ( WIDTH + HFRONT) && (CounterX < ( WIDTH + HFRONT + HSYNC)));
    vga_VS <= VPULSEN[0] ^ (CounterY > (HEIGHT + VFRONT) && (CounterY < (HEIGHT + VFRONT + VSYNC)));
  end
endmodule
==> summary.txt <==
yosys warns: 1
Achievable Freq: 0.2487 GHz
Cell Area, Synth: 1624 µm²
routability congestion estimate: 0.8335
synthesized area per cell: 9.497 µm²
final antenna-violating net count: 0
grt total ovfl: 0
standard-cell rows: 31
Pleak: 0.8084 nW
Die X: 107 µm
cell count after synthesis: 171
routed vias: 1089
CP Capture Type: output port
post-CTS setup buffers: 0
vias in the first global route: 1131
chip height: 107 µm
setup ws final: 778.8 ps
yosys stat cell total: 171
max cap viols: 0
share of layout cells above drive strength 1: 5.405%
CTS tree: built
die area: 11450 µm²
synthesis area per yosys: 1624 µm²
worst path required time: 3840 ps
CTS Buf Count: 3
root buffer cell: clkbuf_8
Max clock buf depth: 2
status: complete, no violations
Placed Cells incl. Taps: 280
core box area: 7292 µm²
Setup Skew: 1.076 ps
post-DP HPWL: 2228 µm
number of enable flip-flop cells: 3
CTS clk-pin slew, worst paths: 80 ps
Layout area overhead: 12.33%
IO buf count: 14
maximum VDD drop: 0.00007540 V
Post-Route Utilization: 25.02%
count of tool warnings: 27
Async S/R FF share, synth: 86.96%
post-synthesis sequential area ratio: 36.36%
post-CTS sizing: 0
Main synth FF type: dfrtp_1
final tally of setup violations: 0
H-tree levels: 1
WS Path Type: flop to output port
power per cell area: 179.4 nW/µm²
Max FO, Critical Path: 6
Routed WL per cell: 10.12 µm
total wire length: 2875 µm
number of DRC markers in iteration 0: 78
RSZ-0062 raised after global routing: no
Yosys reg bits: 23
Worst EP arrival: 3060 ps
Pwr Total: 0.3274 mW
post-synth top area cell: dfrtp_1
HP Class: flop to flop
# DRC: 0
Global Route Usage Sum: 5.187%
cts hold-fix bufs: 0
fp_density: 22.27%
Final Critical Period: 4021 ps
post-placement worst setup slack: 1057 ps
top cells by area, synth: dfrtp_1 31%, buf_4 11%, ha_1 10%
Finished Layout Cells: 284
Final Slew Violations: 0
DR pass1 iterations: 4
Final Hold Fails: 0
Cell Type Count: 38
n_diodes: 0
area share, top type: 30.82%
Vias/cell: 3.835
CTS Sinks: 23
IO Count: 37
clk ins delay skew pair: 260 ps
setup TNS: 0 ps
final worst path period share: 83.78%
first-pass GRT wire length: 5106 µm
initial antenna violation count: 0
Critical Path Start Type: flop
largest net degree at the start of global routing: 24
==> metal layers <==
| metal | global-route usage [%] | routed length (µm) | part of all wire (%) | up-vias |
|---|---|---|---|---|
| met5 | 0 | 0 | 0 | - |
| met3 | 1.516 | 190 | 6.6 | 2 |
| met1 | 7.288 | 1486 | 52 | 487 |
| met4 | 0.7737 | 23 | 0.80 | 0 |
| met2 | 7.902 | 1173 | 41 | 30 |
| li1 | - | - | - | 570 |
==> report_power, final <==
| group | switching (mW) | internal, mW |
|---|---|---|
| registers | 0.000171 | 0.198 |
| logic | 0.00504 | 0.00233 |
| clock network | 0.0630 | 0.0592 |
| total | 0.0682 | 0.259 |
==> cell usage after synthesis, types with 2 or more instances <==
cell       n
edfxtp_1   3
and4_1     2
and3_1     4
inv_1     13
ha_1      13
xnor2_1   11
buf_4     24
nand2_1   12
nand3_1    8
nor2_1    12
and2_1     2
nor3_1     3
o22ai_1    3
a21oi_1    4
nand2b_1   2
o211ai_1   2
a31oi_1    2
a21boi_0   2
fa_1       2
o21ai_0    5
nand4_1    3
a21o_1     2
dfrtp_1   20
xor2_1     3
==> cell families after synthesis <==
| kind of cell | count (synthesis) | share of synthesized area (%) |
|---|---|---|
| flip-flops | 23 | 36.36 |
| buffers and inverters | 39 | 15.02 |
| other | 1 | 0.2309 |
| adder cells (fa/ha/maj) | 15 | 12.48 |
| AND/OR/NAND/NOR | 56 | 19.26 |
| AND-OR/OR-AND | 23 | 9.090 |
| XOR/XNOR | 14 | 7.550 |
==> cell usage in the layout (no fill, tap or decap), drive strengths merged, types with 6 or more instances in the layout <==
cell type / n
nand3: 8
conb: 22
o21ai: 6
nor2: 12
xnor2: 11
ha: 13
clkdlybuf4s50: 14
dfrtp: 20
nand2: 12
inv: 13
==> worst max-delay path, cell delays in order, from the launching register on <==
cell,delay [ps]
dfrtp_1,420
inv_1,110
fa_1,510
inv_1,70
ha_1,280
a21o_1,100
a21oi_1,90
or4b_2,610
o2111ai_1,110
clkdlybuf4s50_1,500
==> state kept, by name, summed over array words and instances (netlist names) <==
name / count
vga_VS: 1
vga_DA: 1
CounterX: 10
CounterY: 10
vga_HS: 1
==> worst paths after layout <==
kind	startpoint	end	slack, ps	cells after the start
worst max register to register	CounterX[0]	CounterY[9]	2780	6
worst min register to register	CounterX[0]	CounterX[0]	510	1
worst max-delay path	CounterY[5]	vaddr[8]	780	9
worst min-delay path	CounterX[0]	CounterX[0]	510	1
max in group asynchronous	reset	CounterY[0]	3540	3
min in group asynchronous	reset	CounterY[2]	1030	3
==> area by class of cell <==
type / count / area, µm²
Timing Repair Buffer: 15 / 147.6
Fill cell: 807 / 5468
Sequential cell: 23 / 590.6
Multi-Input combinational cell: 130 / 868.3
Clock buffer: 4 / 45.04
Inverter: 13 / 48.80
Tap cell: 99 / 123.9
==> stage by stage <==
step / instance area [µm²] / hold WS (ps)
2_1_floorplan: 1703 / 461.4
3_3_place_gp: 1779 / 496.2
3_5_place_dp: 1779 / 500.1
4_1_cts: 1824 / 511.4
5_1_grt: 1824 / 534.8
6_report: 1824 / 506.8
No activity file was given, so power comes from the tool's default toggle rates.
